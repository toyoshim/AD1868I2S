[./run.sh]
#!/bin/bash
# OpenROAD 26Q1-2900-gdf79404cd8, Yosys 0.63+post, stock flow scripts
make -C /OpenROAD-flow-scripts/flow DESIGN_CONFIG=/design/flow/config.mk WORK_HOME=/design/flow/orfs finish
[./config.mk]
export PLATFORM = sky130hd
export DESIGN_NAME = epm3064_2
export DESIGN_NICKNAME = epm3064_2
export VERILOG_FILES = /design/flow/design.v
export SDC_FILE = /design/flow/constraint.sdc
export NUM_CORES = 4
export LEC_CHECK = 1
export CORE_UTILIZATION = 40
[./constraint.sdc]
current_design epm3064_2

set clk_period 2.5
set clk_io_pct 0.2

create_clock -name clk0 -period $clk_period [get_ports {i_i2s_bclk}]
create_clock -name clk1 -period $clk_period [get_ports {i_sync_clk}]

set non_clock_inputs [all_inputs -no_clocks]
set_input_delay [expr $clk_period * $clk_io_pct] -clock clk0 $non_clock_inputs
set_output_delay [expr $clk_period * $clk_io_pct] -clock clk0 [all_outputs]
[./design.v]
module epm3064_2(i_sync_clk, i_i2s_bclk, i_ad_latch_pulse, i_ad_data_l, i_i2s_data_r, o_i2s_lrclk, o_i2s_sdata, o_i2s_latch);
	input i_sync_clk;   
	input i_i2s_bclk;
	input i_ad_latch_pulse;
	input i_ad_data_l;
	input [17:0] i_i2s_data_r;
	output o_i2s_lrclk;
	output o_i2s_sdata;
	output o_i2s_latch;
	wire [17:0] w_i2s_data_l;
	SampleLatch data_r(
		.i_clk(i_sync_clk),
		.i_data(i_ad_data_l),
		.i_ad_latch(i_ad_latch_pulse),
		.i_i2s_latch(o_i2s_latch),
		.o_data(w_i2s_data_l));
	I2sEncoder i2s_encoder(
		.i_rst_x  (1'b1),
		.i_bclk   (i_i2s_bclk),
      .i_data_l (w_i2s_data_l[17:2]),
      .i_data_r (i_i2s_data_r[17:2]),
      .o_lrclk  (o_i2s_lrclk),
      .o_sdata  (o_i2s_sdata),
      .o_latch  (o_i2s_latch));
endmodule
module I2sEncoder(i_rst_x, i_bclk, i_data_l, i_data_r, o_lrclk, o_sdata, o_latch);
	input i_rst_x;
	input i_bclk;
	input[15:0] i_data_l;
	input[15:0] i_data_r;
	output o_lrclk;
	output o_sdata;
	output o_latch;
	reg [5:0] r_count;
	wire w_clk;
	assign w_clk = !i_bclk;
	assign o_lrclk = r_count[5];
	assign o_latch = r_count[5:3] == 3'b111;
	always @ (posedge w_clk or negedge i_rst_x) begin
		if (!i_rst_x) begin
			r_count <= 6'b000000;
		end else begin
			r_count <= r_count + 6'b000001;
		end
	end
	function select;
		input [31:0] data;
		input [5:0] count;
		begin
			case (count)
				6'b000001: select = data[31];
				6'b000010: select = data[30];
				6'b000011: select = data[29];
				6'b000100: select = data[28];
				6'b000101: select = data[27];
				6'b000110: select = data[26];
				6'b000111: select = data[25];
				6'b001000: select = data[24];
				6'b001001: select = data[23];
				6'b001010: select = data[22];
				6'b001011: select = data[21];
				6'b001100: select = data[20];
				6'b001101: select = data[19];
				6'b001110: select = data[18];
				6'b001111: select = data[17];
				6'b010000: select = data[16];
				6'b100001: select = data[15];
				6'b100010: select = data[14];
				6'b100011: select = data[13];
				6'b100100: select = data[12];
				6'b100101: select = data[11];
				6'b100110: select = data[10];
				6'b100111: select = data[9];
				6'b101000: select = data[8];
				6'b101001: select = data[7];
				6'b101010: select = data[6];
				6'b101011: select = data[5];
				6'b101100: select = data[4];
				6'b101101: select = data[3];
				6'b101110: select = data[2];
				6'b101111: select = data[1];
				6'b110000: select = data[0];
				default: select = 1'b0;
			endcase
		end
	endfunction
	assign o_sdata = select({i_data_l, i_data_r}, r_count);
endmodule
module SampleLatch(i_clk, i_data, i_ad_latch, i_i2s_latch, o_data);
	input i_clk;
	input i_data;
	input i_ad_latch;
	input i_i2s_latch;
	output [17:0] o_data;
	reg [17:0] r_shift;
	reg [16:0] r_latch;
	reg [16:0] r_data;
	assign o_data = { r_data, 1'b0 };
	always @ (posedge i_clk) begin
		r_shift <= { r_shift[16:0], i_data };
		if (i_ad_latch) begin
			r_latch <= r_shift[17:1];
		end
		if (i_i2s_latch) begin
			r_data <= r_latch;
		end
	end
endmodule
==> flow_metrics.env <==
# implementation run metrics
export IMPL_crit_fanout=7
export IMPL_postRouteAntennaNets=0
export IMPL_ys_seq_frac=0.760
export IMPL_drc_errors=0
export IMPL_slew_violations=0
export IMPL_grt_util_all_layers=0.144
export IMPL_skew_ps=20.4
export IMPL_fillers=331
export IMPL_synthArstFlopShare=0
export IMPL_stdcell_area_mm2=0.00263
export IMPL_cap_violations=0
export IMPL_io_pins=25
export IMPL_synthCells=117
export IMPL_cts_tree="yes"
export IMPL_cts_sinks=56
export IMPL_grt_max_degree=17
export IMPL_yosys_area_mm2=0.00190
export IMPL_die_h_um=70.9
export IMPL_grt_pass1_wl_um=5250
export IMPL_die_area_mm2=0.00502
export IMPL_warnings=40
export IMPL_tightest_slew_ps=663
export IMPL_vias=1173
export IMPL_hpwl_um=1970
export IMPL_start_kind="register"
export IMPL_fp_utilization=0.427
export IMPL_critPathArrivalTime_ps=3240
export IMPL_antenna_cells=0
export IMPL_antenna_found_initial=0
export IMPL_report_power_total_mw=1.75
export IMPL_clk_pin_slew_ps=80
export IMPL_drt_iter0_markers=88
export IMPL_placed_area_mm2=0.00229
export IMPL_irDropWorstVdd_mv=0.586
export IMPL_outcome="complete, but fails checks"
export IMPL_postCtsHoldBufs=0
export IMPL_post_drt_wl_per_cell_um=14.8
export IMPL_die_width_um=70.9
export IMPL_rsz0062_at_grt="yes"
export IMPL_holdCritPathClass="register to register"
export IMPL_setup_slack_ps=-1240
export IMPL_violations="setup timing"
export IMPL_yosys_warnings=2
export IMPL_grt_pass1_vias=1152
export IMPL_syn_avg_cell_area_um2=16.2
export IMPL_core_area_mm2=0.00444
export IMPL_end_kind="output pin"
export IMPL_path_class="register to output pin"
export IMPL_rows=24
export IMPL_yosysUniqueCellTypes=37
export IMPL_slew_headroom=0.556
export IMPL_drtPass1Iterations=6
export IMPL_vias_per_cell=5.17
export IMPL_edf_count=32
export IMPL_wirelength_um=3350
export IMPL_overflow=0
export IMPL_drive_above_1_share=0.291
export IMPL_hold_violations=0
export IMPL_syn_area_mm2=0.00190
export IMPL_portBuffers=21
export IMPL_ys_flops=56
export IMPL_syn_to_final_growth_pct=38.6
export IMPL_worstPathRequired_ps=2000
export IMPL_finalWeightedCongestion=0.927
export IMPL_setup_viol=11
export IMPL_pwr_density_cell_mw_per_mm2=667
export IMPL_ys_cells=117
export IMPL_leakage_nw=0.994
export IMPL_ys_flop_type="edfxtp_1"
-- synthesized netlist by cell type (2+ instances only) --
library cell	count	area [µm²]
edfxtp_1	32	961
dfxtp_1	24	480
nand2_1	5	18.8
ha_1	4	50.1
inv_1	4	15.0
nand3_1	4	20.0
a222oi_1	3	30.0
a21oi_1	2	10.0
a221oi_1	2	17.5
a22oi_1	2	15.0
and3_1	2	12.5
buf_2	2	10.0
buf_6	2	22.5
mux2_1	2	22.5
mux2i_1	2	20.0
o22ai_1	2	12.5
xnor2_1	2	17.5
xor2_1	2	17.5
-- what timing repair did --
action | in CTS | in global routing
setup buffers | 10 | 3
gates resized | 26 | 10
pin swaps | 6 | 5
setup endpoints to repair | 3 | 19
gates cloned | 0 | 1
-- layout by cell type, fill, tap and decap left out, types with 2 or more instances in the layout --
cell	n
edfxtp_1	32
dfxtp_1	19
clkdlybuf4s50_1	18
buf_4	14
inv_1	8
clkbuf_8	8
nand2_1	5
buf_2	5
nand3_1	4
buf_6	4
a222oi_1	3
ha_4	3
dfxtp_2	3
buf_12	3
xor2_1	2
xnor2_1	2
a22oi_1	2
mux2i_1	2
a21oi_1	2
mux2_1	2
o22ai_1	2
clkbuf_1	2
dfxtp_4	2
buf_8	2
-- state kept, by name, summed over array words and instances (netlist names) --
register             flops
i2s_encoder.r_count      6
data_r.r_latch          16
data_r.r_data           16
data_r.r_shift          18
-- kinds of logic after synthesis --
logic type,after synthesis,synth area share
buf+inv,10,0.0310
flops,56,0.760
simple gates,20,0.0627
compound gates,18,0.0732
xor+xnor,4,0.0185
fa+ha+maj,4,0.0264
mux,5,0.0284
-- metrics by stage --
stage	setup WS [ps]	instances	hold slack [ps]	util	TNS, ps
floorplan	-713	117	310	-	-812
global placement	-1210	200	313	0.516	-1850
detailed placement	-1270	200	316	0.516	-1900
CTS	-1210	226	336	0.579	-3100
global route	-1360	227	341	0.591	-3270
finish	-1240	227	331	0.591	-2990
-- final cells by class --
| class | instances | area [µm²] | area share |
|---|---|---|---|
| inverters | 3 | 13.8 | 0.00524 |
| flip-flops and latches | 56 | 1450 | 0.553 |
| multi-input cells | 51 | 453 | 0.172 |
| clock buffers | 10 | 118 | 0.0447 |
| clock inverters | 7 | 52.6 | 0.0200 |
| repair buffers | 48 | 474 | 0.180 |
| well taps | 52 | 65.1 | 0.0248 |
-- worst max-delay path: stages (launching register included) --
cell	delay (ps)
dfxtp_4	370
inv_4	60
ha_4	180
a222oi_1	360
o22ai_1	170
o41ai_2	370
o21ai_1	80
buf_2	110
-- power breakdown --
| part | internal [mW] | switching, mW |
|---|---|---|
| sequential | 1.00 | 0.00917 |
| clock | 0.416 | 0.291 |
| combinational | 0.0252 | 0.00855 |
-- worst paths after layout --
kind | from | end | slack [ps] | depth (start not counted)
hold / removal | data_r.r_shift[1]$_DFF_P_ | data_r.r_shift[2]$_DFF_P_ | 330 | 0
max in group clk1 | i2s_encoder.r_count[3]$_DFF_N_ | data_r.r_data[8]$_DFFE_PP_ | -120 | 6
setup / recovery | i2s_encoder.r_count[0]$_DFF_N_ | o_i2s_sdata | -1240 | 7
min in group clk0 | i2s_encoder.r_count[0]$_DFF_N_ | i2s_encoder.r_count[0]$_DFF_N_ | 480 | 1
setup reg to reg | i2s_encoder.r_count[3]$_DFF_N_ | data_r.r_data[8]$_DFFE_PP_ | -120 | 6
hold reg to reg | data_r.r_shift[1]$_DFF_P_ | data_r.r_shift[2]$_DFF_P_ | 330 | 0
-- routing by layer --
layer  share of wire  GRT usage  wire length (µm)  up-vias
met5               0          0                 0        -
met1            0.45      0.224              1500      552
li1                -          -                 -      558
met2            0.45      0.210              1500       47
met4           0.040     0.0578               133        0
met3           0.065     0.0405               217       16
Power and IR drop assume default switching activity.
