## run.sh

```bash
#!/bin/bash
# OpenROAD 26Q1-2900-gdf79404cd8, Yosys 0.63+post, stock flow scripts
make -C /OpenROAD-flow-scripts/flow DESIGN_CONFIG=/design/flow/config.mk WORK_HOME=/design/flow/orfs finish
```

## config.mk

```make
export PLATFORM = sky130hd
export DESIGN_NAME = epm3064_1
export DESIGN_NICKNAME = epm3064_1
export VERILOG_FILES = /design/flow/design.v
export SDC_FILE = /design/flow/constraint.sdc
export NUM_CORES = 4
export LEC_CHECK = 1
export CORE_AREA = 10 10 105 105
export DIE_AREA = 0 0 115 115
```

## constraint.sdc

```tcl
current_design epm3064_1

set clk_period 1.6
set clk_io_pct 0.2

create_clock -name clk0 -period $clk_period [get_ports {i_i2s_mclk}]

set non_clock_inputs [all_inputs -no_clocks]
set_input_delay [expr $clk_period * $clk_io_pct] -clock clk0 $non_clock_inputs
set_output_delay [expr $clk_period * $clk_io_pct] -clock clk0 [all_outputs]
```

## design.v

```verilog
module epm3064_1(i_ad_clk, i_i2s_mclk, i_ad_latch, i_ad_data_r, i_i2s_latch, o_i2s_data_r, o_i2s_bclk, o_sync_clk, o_ad_latch_pulse);
	input i_ad_clk;       
	input i_i2s_mclk;     
	input i_ad_latch;
	input i_ad_data_r;
	input i_i2s_latch;
	output [17:0] o_i2s_data_r;
	output o_i2s_bclk;
	output o_sync_clk;
	output o_ad_latch_pulse;
	reg [1:0] r_ad_clk;
	reg r_ad_latch;
	reg [1:0] r_i2s_bclk;
	assign o_sync_clk = r_ad_clk[1];
	assign o_ad_latch_pulse = r_ad_latch & !i_ad_latch;
	assign o_i2s_bclk = r_i2s_bclk[1];
	always @ (posedge i_i2s_mclk) begin
		r_ad_clk <= { r_ad_clk[0], i_ad_clk };
		r_i2s_bclk <= r_i2s_bclk + 2'b01;
	end
	always @ (posedge o_sync_clk) begin
		r_ad_latch <= i_ad_latch;
	end
	SampleLatch data_r(
		.i_clk(o_sync_clk),
		.i_data(i_ad_data_r),
		.i_ad_latch(o_ad_latch_pulse),
		.i_i2s_latch(i_i2s_latch),
		.o_data(o_i2s_data_r));
endmodule
module SampleLatch(i_clk, i_data, i_ad_latch, i_i2s_latch, o_data);
	input i_clk;
	input i_data;
	input i_ad_latch;
	input i_i2s_latch;
	output [17:0] o_data;
	reg [17:0] r_shift;
	reg [16:0] r_latch;
	reg [16:0] r_data;
	assign o_data = { r_data, 1'b0 };
	always @ (posedge i_clk) begin
		r_shift <= { r_shift[16:0], i_data };
		if (i_ad_latch) begin
			r_latch <= r_shift[17:1];
		end
		if (i_i2s_latch) begin
			r_data <= r_latch;
		end
	end
endmodule
```

==> summary.txt <==
Entry: Yosys synthesis followed by OpenROAD place and route.

Setup path:
- The worst setup path is launched from an input pin.
- Listed in order, past its start point the critical path passes dlygate4sd2_1 -> nor2b_2 -> clkdlybuf4s50_1.
- The OpenROAD report gives the critical path a required time of 1.28 ns.
- Looking at the critical path, the single cell with the biggest stage delay is sky130_fd_sc_hd__clkdlybuf4s50_1.
- The run puts the maximum fanout along the worst path at 2.
- The run puts the count of buffer and inverter cells on the critical path at 2.
- In the setup report, the worst path falls into the class input pin to output pin.
- The run gives the worst endpoint data arrival time as 1.16 ns.
- The cell family contributing the most delay on the critical path is buffers and inverters.
- The worst setup path is captured at an output pin.
- The run puts the slack of the worst reg-to-reg path at 1.03 ns.
- The run puts the maximum single-stage delay on the critical path at 0.47 ns.

Finish:
- The run puts the number of fill cells at 925.
- Leaving out fill and tap cells, the most frequent cell in the layout is sky130_fd_sc_hd__edfxtp_1.
- The run puts the layout overhead on the synthesized area at 28.6%.
- Leaving out fill and tap cells, the most frequent cells in the layout are sky130_fd_sc_hd__edfxtp_1, sky130_fd_sc_hd__dfxtp_1, sky130_fd_sc_hd__clkdlybuf4s50_1, sky130_fd_sc_hd__clkbuf_8, sky130_fd_sc_hd__buf_4.
- The run puts the final design area excluding fillers at 1940 um^2.
- The run puts the final non-filler cell total at 199.
- The run gives the fraction of final layout cells with drive strength greater than 1 as 7.69%.

STA:
- Counting endpoints that fail hold in the final report gives 0.
- Setup repair after global routing left no endpoint under its margin.
- The run gives the final-report max-slew violation count as 0.
- The run gives the maximum clock rate as 676 MHz.
- At the pin with the least slew margin, the transition time is 0.783 ns.
- The run puts the shortest period the worst path allows at 1.48 ns.
- Setup slack on the critical path of the routed design comes to 0.120 ns.
- The final timing summary puts the cycle share of the worst path at 92.5%.
- The run gives the final tally of setup violations as 0.
- The timer found 53 register pins that no clock reaches; their paths are not timed.
- 104 endpoints have no timing constraint.
- The run puts the worst slew margin relative to its limit at 47.6%.
- The run puts the clock tree skew after final layout at 0.0000253 ns.

Clock network:
- The timing report gives the clock slew at the launch and capture registers of the worst setup and hold paths as 0.03 ns.
- The run puts the count of hold buffers inserted by post-cts repair at 0.
- The run gives the maximum level of the CTS H-tree as 1.
- Per the CTS log, the root buffer master is sky130_fd_sc_hd__clkbuf_8.
- TritonCTS built the clock tree.
- The run gives the number of CTS-inserted buffers as 3.
- The run puts the clock tree buffer depth at 2.
- The clock reaches the later pin of the worst-skew pair after 0.22 ns.

Detailed routing:
- The run puts the total wire length at 1880 um.
- The run puts the total via count in the routed design at 556.
- The script logs the ratio of routed vias to standard cells as 2.79.
- Once detail routing completed, the nets flagged for antenna violations numbered 0.
- The run gives the first-pass iteration count of the detailed router as 3.
- The first routing iteration left 13 violations.
- The run puts the detail-routed net length per standard cell at 9.42 um.
- The run gives the number of antenna repair diodes as 0.
- For this run, design rule violations remaining after detail routing come to 0.

GRT:
- For this run, global-route usage on met3 was measured as 0.949%.
- The run gives the total global routing track utilization as 2.86%.
- The run puts the met1 track demand over resource at 3.98%.
- The run gives the met2 usage in global routing as 4.47%.
- The run gives the total global routing overflow as 0.
- The number of global-route vias before repair came to 577.
- In this run the most used layer during global routing was met2.
- The run gives the largest net degree at the start of global routing as 54.
- The run gives the first-pass GRT wire length as 3060 um.
- The run gives the number of antenna violations at the first check in global routing as 0.

Placed design:
- The run gives the final weighted congestion in routability-driven placement as 0.688.
- The run puts the worst setup slack after placement at -0.0801 ns.
- The run puts the cell count after placement at 195.
- The run gives the count of port buffers added during placement as 24.
- The run gives the area of placed instances as 1900 um^2.
- The run puts the post-detailed-placement half-perimeter wirelength at 1320 um.

Floorplanning:
- The run gives the number of core rows as 34.
- The die is 115 um tall.
- The run gives the I/O pin total as 26.
- The die is 115 um wide.
- The run puts the pre-placement core utilization at 17.2%.
- The run gives the overall die area as 13200 um^2.
- The run puts the core region area at 8760 um^2.

Synth:
- For reference, the mux area share after synthesis is 0%.
- The run puts the count of synthesis-stage warnings from yosys at 2.
- The run gives the share of synthesized area occupied by flip-flops and latches as 98.0%.
- Before any placement, the netlist area is recorded as 1510 um^2.
- The run gives the synthesis area per yosys as 1510 um^2.
- The run puts the synthesized flop and latch total at 57.
- In the synthesized netlist, the dominant kind of combinational cell is buffers and inverters.
- The run puts the post-synthesis share of cell area spent on and-or and or-and gates at 0%.
- Yosys stat counts 62 cells in the synthesized netlist.
- Counting distinct cell types in the post-synthesis netlist gives 7.
- The synthesized netlist handed to floorplanning was reported with a cell count of 62.
- The run puts the share of the synthesized netlist area taken by xor and xnor gates at 0.579%.
- The run gives the area fraction in and, or, nand and nor cells after synthesis as 0.414%.
- The run gives the mean area per synthesized cell as 24.4 um^2.
- The run gives the adder and majority gate portion of the synthesized area as 0%.

Job:
- The run gives the warning total across the stage logs as 25.
- In this run the maximum-capacitance check reported violations numbering 0.

Power and ir drop:
- Summed over all cells, the static leakage comes to 0.667 nW.
- The run puts the worst-case vdd ir drop at 0.313 mV.
- The run puts the power per cell area at 265 nW/um^2.

Outcome:
- The run finished with clean final reports.

Min path:
- The run gives the class of the most critical hold timing path as flop to flop.
[layout make-up]
class / instances / area, um^2 / share of cell area [%]
Multi-Input combinational cell: 3 / 21.3 / 1.09
Clock buffer: 3 / 41.3 / 2.12
Inverter: 1 / 3.75 / 0.193
Timing Repair Buffer: 27 / 262 / 13.4
Sequential cell: 57 / 1480 / 76.2
Tap cell: 108 / 135 / 6.95
[power by group]
part / switching, mW / internal (mW) / total, mW
Sequential: 0.0107 / 0.228 / 0.238
Clock: 0.0487 / 0.160 / 0.209
Combinational: 0.0344 / 0.0332 / 0.0676
Total: 0.0939 / 0.421 / 0.515
[synth_stat cells]
cell / number / area share, %
sky130_fd_sc_hd__nor2b_1: 1 / 0.41
sky130_fd_sc_hd__edfxtp_1: 34 / 68
sky130_fd_sc_hd__buf_4: 1 / 0.50
sky130_fd_sc_hd__conb_1: 1 / 0.25
sky130_fd_sc_hd__dfxtp_1: 23 / 30
sky130_fd_sc_hd__xor2_1: 1 / 0.58
sky130_fd_sc_hd__inv_1: 1 / 0.25
[final timing paths]
check | from | to | depth (start not counted)
hold reg to reg | r_ad_clk[0] | r_ad_clk[1] | 0
setup / recovery | i_ad_latch | o_ad_latch_pulse | 3
setup reg to reg | r_i2s_bclk[1] | r_i2s_bclk[1] | 1
hold / removal | r_ad_clk[0] | r_ad_clk[1] | 0
[routing by layer]
| metal | vias to the layer above | routed length [um] |
|---|---|---|
| li1 | 276 | - |
| met5 | - | 0 |
| met3 | 0 | 150 |
| met4 | 0 | 0 |
| met2 | 17 | 881 |
| met1 | 263 | 843 |
[sequential cells by signal, summed over array words and instances (netlist names)]
name,cells
r_i2s_bclk,2
data_r.r_shift,18
r_ad_clk,2
r_ad_latch,1
data_r.r_latch,17
data_r.r_data,17
[what timing repair did]
item / 4_1_cts / 5_1_grt
resized: 1 / 0
setup endpoints to repair: 1 / 0
hold endpoints to repair: 0 / 0
buffers inserted: 1 / 0
[per-stage QoR]
step                      power, mW  TNS, ns  hold slack (ns)  util [%]
after floorplan               0.251        0            0.310         -
after global placement        0.309  -0.0749            0.325      21.6
after detailed placement      0.311  -0.0801            0.314      21.6
after CTS                     0.526        0            0.332      22.2
after global routing          0.548        0            0.347      22.2
final                         0.515        0            0.331      22.2
[kinds of logic (layout without fill, tap and decap cells)]
logic type,count (synthesis),count (layout)
xor+xnor,1,1
buf+inv,2,31
flops,57,57
other cells,1,1
simple gates,1,1
Power and IR drop assume default switching activity.
